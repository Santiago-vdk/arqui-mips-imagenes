==> ./design.v <==
module register_pc(
    input clk,
	 input enable,
	 input [31:0] DatoPCIN,
	 output [31:0] DatoPCOUT
);
	 reg [31:0] DatoPCTMP;
always @(posedge clk)
begin
	 if(enable) begin
		DatoPCTMP = DatoPCIN;
	  end
end
	 assign DatoPCOUT = DatoPCTMP;
endmodule
==> ./run.sh <==
#!/bin/bash
# OpenROAD 26Q1-2900-gdf79404cd8, Yosys 0.63+post, stock flow scripts
make -C /OpenROAD-flow-scripts/flow DESIGN_CONFIG=/design/flow/config.mk WORK_HOME=/design/flow/orfs finish
==> ./config.mk <==
export PLATFORM = sky130hd
export DESIGN_NAME = register_pc
export DESIGN_NICKNAME = register_pc
export VERILOG_FILES = /design/flow/design.v
export SDC_FILE = /design/flow/constraint.sdc
export NUM_CORES = 4
export LEC_CHECK = 1
export CORE_AREA = 10 10 86 86
export DIE_AREA = 0 0 96 96
export SYNTH_HDL_FRONTEND = slang
==> ./constraint.sdc <==
current_design register_pc

set clk_period 1.0
set clk_io_pct 0.2

create_clock -name clk0 -period $clk_period [get_ports {clk}]

set non_clock_inputs [all_inputs -no_clocks]
set_input_delay [expr $clk_period * $clk_io_pct] -clock clk0 $non_clock_inputs
set_output_delay [expr $clk_period * $clk_io_pct] -clock clk0 [all_outputs]
==> out/summary.rpt <==
STATUS
------------------------------------------------------------------------------------
Outcome                                                                 finished clean

HOLD PATH
------------------------------------------------------------------------------------
Cell count of the worst hold path                                                  1
Hold Path Origin                                                        DatoPCIN[24]
Worst-case hold path end point                                          DatoPCOUT[24]$_DFFE_PP_
Worst hold path class                                                         in2reg

SYNTHESIS
------------------------------------------------------------------------------------
Cell types with the largest area share after synthesis                      edfxtp_1
Share of the synthesized area in the top cell type                              100%
Number of enable flip-flop cells                                                  32
Synth Area per Inst                                                       30.0 sq um
List of most frequent post-synthesis cells                                  edfxtp_1
Top cell type by instance count after synthesis                             edfxtp_1
Synth warnings                                                                     0
Main synth FF type                                                          edfxtp_1
Part of the Yosys area used for sequential elements                             100%
Cell area after synthesis                                                  961 sq um
Async set-or-reset flop fraction in the synthesized netlist                       0%
Cell type with the highest aggregate area in the netlist                    edfxtp_1
Instance count of the mapped netlist                                              32
Chip area estimate from yosys synthesis                                    961 sq um
Cell count in the Yosys report                                                    32
Distinct lib cells used                                                            1
Registers, synthesis                                                              32

GLOBAL ROUTE
------------------------------------------------------------------------------------
Remaining global-route overflow                                                    0
Initial antenna violation count                                                    0
Number of global-route vias before repair                                        668
M3 GR Usage                                                                    3.54%
Total routing resource utilization after global routing                        5.64%
Layer with the highest usage                                                    met2
Met1 GRT Util                                                                  6.60%
Maximum number of pins on one net before global-route repair                      21
Met2 demand-to-capacity share in global routing                                8.86%
Global-route wire length before repair                                       3800 um

DIE
------------------------------------------------------------------------------------
Total Die Area                                                            9220 sq um
Boundary Pins                                                                     66
Number of cell rows                                                               27
Core area                                                                 5540 sq um
Die height                                                                     96 um
Core utilization at floorplan                                                  17.3%
Die Wd                                                                         96 um

STA
------------------------------------------------------------------------------------
Pin slew with the least headroom to its limit                                 203 ps
Post-layout period usage of the worst path                                     99.3%
Unrepaired setup endpoints after global routing                                 true
Final-layout setup total negative slack                                         0 ps
Fin. max-slew vios                                                                 0
Final-report setup violation count                                                 0
Headroom to the max-slew limit                                                 86.5%
Top achievable clock speed                                                  1010 MHz
Hold violation total from the final report                                         0
Final Critical Period                                                         993 ps

CLOCKING
------------------------------------------------------------------------------------
Total setup buffers inserted after CTS                                             0
Clock tree from TritonCTS                                                      built
Number of buffers created by CTS                                                   5
Count of clock tree sinks                                                         32
Count of H-tree levels built during CTS                                            2
CTS clk-pin slew, worst paths                                                  60 ps
Post-cts repair resize count                                                      99
Number of buffers inserted for hold repair after clock tree synthesis              0
Clock Path Buffers                                                                 2
Root buffer selected by CTS                                                 clkbuf_8

LAYOUT
------------------------------------------------------------------------------------
End-of-flow core utilization                                                   29.9%
Share of cells above drive strength 1                                          36.8%
Combinational gates                                                                0
Final Instance Area                                                       1660 sq um
Number of fillers in the final layout                                            567
Area taken by flip-flops and latches                                       961 sq um
Combinational Area                                                           0 sq um
Flip-flop count of the largest register after layout                              32
Synthesis-to-layout area growth                                                72.5%

SETUP PATH
------------------------------------------------------------------------------------
Critical path, cell by cell                                             clkdlybuf4s50_1 > buf_12
Biggest fanout along the worst timing path                                        20
Cell class contributing the biggest share of worst-path delay           buffers and inverters
Delay of the slowest cell on the worst path                                   570 ps
Worst Path Class, Setup                                                       in2reg
Number of buffer and inverter instances along the worst setup path                 2
Type of element launching the critical path                               input port
Data required time of the worst path                                          980 ps
Max stage delay cell, worst path                                        clkdlybuf4s50_1
Arrival time at the worst endpoint                                            980 ps
CP Capture Type                                                            flip-flop

ROUTE
------------------------------------------------------------------------------------
Diodes inserted                                                                    0
Final wirelength                                                             2580 um
DR vias/cell                                                                    3.27
Average detailed-routed wire length per instance                             14.5 um
Number of antenna-violating nets in the routed design                              0
Final routed DRC violation total                                                   0
Initial DRT Pass Iterations                                                        2
Detailed-route via count                                                         582
Initial DRC count                                                                 15

PWR
------------------------------------------------------------------------------------
Psw                                                                           507 uW
Leakage power figure                                                        0.626 nW
Power Dens Cells                                                        1660 nW/um^2
Sequential fraction of design power                                            58.8%
Part of the total power dissipated in the clock network                        32.1%
Total power                                                                  2.75 mW
Comb pwr share                                                                  9.1%
Max rail drop VDD                                                           0.584 mV
Fraction of power spent switching nets                                         18.5%
Internal Pwr Total                                                           2.24 mW

PLACEMENT
------------------------------------------------------------------------------------
Placer congestion estimate                                                     0.755
Count of buffers inserted at the top-level ports                                  65
Instance area at placement                                                1740 sq um

RUN
------------------------------------------------------------------------------------
Number of maximum-capacitance violations                                           0
OpenROAD warnings                                                                 26

==> through the flow <==
stage | hold slack (ps) | std cells | setup slack (ps)
6_report | 477 | 178 | 6.55
3_3_place_gp | 756 | 171 | -279
4_1_cts | 461 | 178 | 3.56
2_1_floorplan | 299 | 32 | 501
5_1_grt | 460 | 178 | -22.6
3_5_place_dp | 758 | 171 | -283
==> cell families (layout without fill, tap and decap cells) <==
group	after synthesis	after routing	share of synthesized area, %
buffers and inverters	0	74	0
flip-flops	32	32	100
==> worst max-delay path by stage <==
stage	start	depth (start not counted)	slack (ps)	endpoint
6_report	enable	2	7	DatoPCOUT[2]$_DFFE_PP_
5_1_grt	DatoPCOUT[23]$_DFFE_PP_	1	-20	DatoPCOUT[23]
4_1_cts	DatoPCOUT[23]$_DFFE_PP_	1	4	DatoPCOUT[23]
==> layout make-up <==
class | instances | share of cell area [%]
clock inverters | 2 | 0.453
repair buffers | 67 | 32.0
well taps | 72 | 5.43
flip-flops and latches | 32 | 58.0
clock buffers | 5 | 4.15
==> cell usage in the layout, fill, tap and decap left out <==
master | netlist | final
clkbuf_8 | 0 | 5
buf_2 | 0 | 32
clkdlybuf4s50_1 | 0 | 33
edfxtp_1 | 32 | 32
clkinv_1 | 0 | 2
buf_12 | 0 | 2
==> power by group through the flow <==
stage,Combinational [mW],Clock (mW),Sequential (mW)
CTS,0.262,0.950,1.62
global route,0.279,1.01,1.63
finish,0.250,0.881,1.61
==> routing by layer <==
layer / share of wire (%) / wire [um]
met5: 0 / 0
met4: 1.5 / 39
met3: 13 / 329
met2: 47 / 1200
met1: 39 / 1010
No activity file was given, so power comes from the tool's default toggle rates.
