File: run.sh
#!/bin/bash
# OpenROAD 26Q1-2900-gdf79404cd8, Yosys 0.63+post, stock flow scripts
make -C /OpenROAD-flow-scripts/flow DESIGN_CONFIG=/design/flow/config.mk WORK_HOME=/design/flow/orfs finish
File: constraint.sdc
current_design register_id_ex

set clk_period 1.0
set clk_io_pct 0.2

create_clock -name clk0 -period $clk_period [get_ports {clk}]

set non_clock_inputs [all_inputs -no_clocks]
set_input_delay [expr $clk_period * $clk_io_pct] -clock clk0 $non_clock_inputs
set_output_delay [expr $clk_period * $clk_io_pct] -clock clk0 [all_outputs]
File: design.v
module register_id_ex ( 
	input clk,
	input CLR,
	input RegWriteDIN,
	input MemtoRegDIN,
	input MemWriteDIN,
	input ALUControlDIN,
	input ALUSrcDIN,
	input RegDstDIN,
	input [5:0] RD1IN,
	input [5:0] RD2IN,
	input [5:0] RsDIN,
	input [5:0] RtDIN,
	input [5:0] RdEIN,
	input [31:0] SignImmDIN,
	output RegWriteDOUT,
	output MemtoRegDOUT,
	output MemWriteDOUT,
	output ALUControlDOUT,
	output ALUSrcDOUT,
	output RegDstDOUT,
	output [5:0] RD1OUT,
	output [5:0] RD2OUT,
	output [5:0] RsDOUT,
	output [5:0] RtDOUT,
	output [5:0] RdEOUT,
	output [31:0] SignImmDOUT
	);
	reg RegWriteDTMP, MemtoRegDTMP, MemWriteDTMP, ALUControlDTMP, ALUSrcDTMP, RegDstDTMP;
	reg [5:0] RD1TMP, RD2TMP, RsDTMP, RtDTMP, RdETMP;
	reg [31:0] SignImmDTMP;
	always @(posedge clk)
		begin
			if(CLR) begin
				RegWriteDTMP = 0;
				MemtoRegDTMP = 0;
				MemWriteDTMP = 0;
				ALUControlDTMP = 0;
				ALUSrcDTMP = 0;
				RegDstDTMP = 0;
				RD1TMP = 0;
				RD2TMP = 0;
				RsDTMP = 0;
				RtDTMP = 0;
				RdETMP = 0;
				SignImmDTMP = 0;
			end
			else begin 
				RegWriteDTMP = RegWriteDIN;
				MemtoRegDTMP = MemtoRegDIN;
				MemWriteDTMP = MemWriteDIN;
				ALUControlDTMP = ALUControlDIN;
				ALUSrcDTMP = ALUSrcDIN;
				RegDstDTMP = RegDstDIN;
				RD1TMP = RD1IN;
				RD2TMP = RD2IN;
				RsDTMP = RsDIN;
				RtDTMP = RtDIN;
				RdETMP = RdEIN;
				SignImmDTMP = SignImmDIN;
			end
		end
	assign RegWriteDOUT = RegWriteDTMP;
	assign MemtoRegDOUT = MemtoRegDTMP;
	assign MemWriteDOUT = MemWriteDTMP;
	assign ALUControlDOUT = ALUControlDTMP;
	assign ALUSrcDOUT = ALUSrcDTMP;
	assign RegDstDOUT = RegDstDTMP;
	assign RD1OUT = RD1TMP;
	assign RD2OUT = RD2TMP;
	assign RsDOUT = RsDTMP;
	assign RtDOUT = RtDTMP;
	assign RdEOUT = RdETMP;
	assign SignImmDOUT = SignImmDTMP;
endmodule
File: config.mk
export PLATFORM = sky130hd
export DESIGN_NAME = register_id_ex
export DESIGN_NICKNAME = register_id_ex
export VERILOG_FILES = /design/flow/design.v
export SDC_FILE = /design/flow/constraint.sdc
export NUM_CORES = 4
export LEC_CHECK = 1
export CORE_UTILIZATION = 30
export SYNTH_HDL_FRONTEND = slang
==> flow_summary_export.csv <==
group,metric,value,unit
outcome,status,"finished, final reports clean",
logic_synthesis,syn_area_per_cell,12.8,sq um
die,die-area,0.00644,sq mm
timing,max_freq,1.07,GHz
logic_synthesis,synth.distinct_cells,5,
global_routing,grt_max_degree,49,
logic_synthesis,netlist_instances,143,
worst_hold_path,hp-class,"in2reg",
place,dp_cells,350,
place,place_congestion,0.728,
die,pin_count,138,
power_and_ir_drop,p_int,4.35,mW
final_layout,design_area,0.00312,sq mm
drt,drt_iter0_markers,20,
final_layout,fillers,576,
drt,vias,1383,
logic_synthesis,ff_type,"dfxtp_1",
logic_synthesis,ys_area,0.00184,sq mm
timing,max_slew_margin,86.2,%
setup_path,worstSetupStartpointType,"register",
power_and_ir_drop,p_clk_share,37.4,%
clock_network,cts_hold_buf,0,
logic_synthesis,synth_flops,68,
power_and_ir_drop,pwr_density_cell,1730,mW/mm^2
power_and_ir_drop,comb_power_share,9.4,%
logic_synthesis,synth_top_area_share,74.1,%
drt,antenna_cells,0,
setup_path,critical_path.top_delay_family,"flip-flops",
final_layout,instances_no_fill,366,
timing,setup_viol,0,
timing,hold_violations,0,
drt,wl_per_cell,11.0,um
setup_path,arrival,0.74,ns
clock_network,cts_num_sinks,68,
die,dieWidth,80.2,um
power_and_ir_drop,power.net_switching,1.06,mW
setup_path,worst_ep_required_time,0.80,ns
timing,tns,0,ns
timing,finalCriticalPeriod,0.937,ns
setup_path,worstSetupPathType,"reg2out",
global_routing,track_usage,12.9,%
global_routing,first_global_vias,1328,
clock_network,numCtsBuffers,9,
die,coreArea,0.00592,sq mm
place,dp_hpwl,2810,um
global_routing,grt_remaining_overflow,0,
logic_synthesis,async_flop_share,0,%
timing,slew_viol_final,0,
logic_synthesis,synth_area,0.00184,sq mm
setup_path,cp_cell_sequence,"buf_2",
logic_synthesis,top_area_cell,"dfxtp_1",
setup_path,slowest_delay,0.31,ns
place,numPortBuffers,137,
power_and_ir_drop,swShare,19.6,%
drt,drt-pass1-iter-count,2,
logic_synthesis,yosys.stat.seqShare,74.1,%
final_layout,drive_above_1_share,30.2,%
global_routing,grt_antenna_before_repair,0,
power_and_ir_drop,ir_drop,0.000857,V
power_and_ir_drop,pwr-share-seq,53.2,%
run,warnings,25,
drt,via_per_inst,3.78,
drt,drtAntennaViolNets,0,
drt,drc,0,
logic_synthesis,edf_count,0,
setup_path,cpMaxStageDelayCell,"dfxtp_2",
die,die_height,80.2,um
drt,drt_wl_total,4030,um
clock_network,root_buffer,"clkbuf_8",
setup_path,path_buffers,1,
clock_network,htree_levels,3,
power_and_ir_drop,leakage,1.42,nW
run,cap_violations,0,
clock_network,clk_path_buf_depth,2,
timing,tightest_slew,0.207,ns
power_and_ir_drop,power,5.41,mW
logic_synthesis,area_leaders,"dfxtp_1 74%, nor2b_1 23%, buf_6 1.2%",
global_routing,grt_pass1_wl,6230,um
timing,min_period_over_period,93.7,%
setup_path,path_max_fanout,1,
logic_synthesis,yosysWarningCount,0,
die,fp_util,31.0,%
final_layout,area_growth,69.9,%
clock_network,cts_setup_buffers,0,
logic_synthesis,top_cells_by_count,"68 x dfxtp_1, 68 x nor2b_1, 4 x buf_2, 2 x buf_6, 1 x buf_4",
clock_network,clkTransAtPathRegs,0.07,ns
die,rows,28,
timing,rsz0062_at_grt,"false",
place,dpl-instance-area,0.00327,sq mm
logic_synthesis,synth_stat.cells,143,
clock_network,cts_tree,"done",
setup_path,end_kind,"primary output",
layout by cell type, fill, tap and decap left out:
cell type / instances
buf_4: 1
buf_2: 69
clkdlybuf4s50_1: 68
buf_12: 1
dfxtp_1: 64
nor2b_1: 68
clkbuf_1: 3
dfxtp_2: 4
clkinv_2: 1
clkbuf_8: 12
layer usage:
layer,part of all wire (%),track usage (%),vias to the layer above
li1,-,-,713
met1,41,17.6,580
met2,44,19.2,81
met3,13,5.65,9
met4,1.9,3.21,0
met5,0,0,-
power groups by stage:
| stage | logic, mW | clock network [mW] | registers, mW |
|---|---|---|---|
| 6_report | 0.506 | 2.03 | 2.88 |
| 5_1_grt | 0.564 | 2.24 | 2.90 |
| 4_1_cts | 0.518 | 2.11 | 2.88 |
layout make-up:
cell class                      count  area, sq um  area share, %
Multi-Input combinational cell     68          425           13.6
Clock buffer                       15          176           5.65
Timing Repair Buffer              139         1050           33.8
Tap cell                           75         93.8           3.01
Sequential cell                    68         1370           43.8
Clock inverter                      1         5.00          0.160
metrics by stage:
step	setup WS [ns]	hold slack, ns	util (%)
global placement	0.0358	0.666	55.3
finish	0.0627	0.317	52.7
CTS	0.0347	0.307	52.7
global route	0.0143	0.329	52.7
detailed placement	0.0337	0.668	55.3
floorplan	0.377	0.328	-
state kept, by name (all words and copies together), names as in the netlist:
| signal | cells |
|---|---|
| RtDOUT | 6 |
| SignImmDOUT | 32 |
| RD1OUT | 6 |
| ALUControlDOUT | 1 |
| MemtoRegDOUT | 1 |
| RegDstDOUT | 1 |
| RsDOUT | 6 |
| RD2OUT | 6 |
| RegWriteDOUT | 1 |
| MemWriteDOUT | 1 |
| ALUSrcDOUT | 1 |
| RdEOUT | 6 |
cells by family (layout without fill, tap and decap cells):
kind of cell / Yosys count / in the layout / synth area share (%)
buffers and inverters: 7 / 155 / 2.72
DFF: 68 / 68 / 74.1
and+or+nand+nor: 68 / 68 / 23.2
what timing repair did:
item | in CTS | in global routing
endpoints found under the hold margin | 0 | 0
endpoints found under the setup margin | 68 | 0
resized | 208 | 0
worst paths after layout:
check	start	endpoint	depth (start not counted)
worst min-delay path	CLR	SignImmDOUT[13]	3
worst max-delay path	RtDOUT[2]	RtDOUT[2]	1
Power figures rest on the tool's default switching activity, not on a simulated workload.
