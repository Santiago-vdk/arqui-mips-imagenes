**flow/constraint.sdc**
```tcl
current_design register_if_id

set clk_period 1.0
set clk_io_pct 0.2

create_clock -name clk0 -period $clk_period [get_ports {clk}]

set non_clock_inputs [all_inputs -no_clocks]
set_input_delay [expr $clk_period * $clk_io_pct] -clock clk0 $non_clock_inputs
set_output_delay [expr $clk_period * $clk_io_pct] -clock clk0 [all_outputs]
```
**flow/config.mk**
```make
export PLATFORM = sky130hd
export DESIGN_NAME = register_if_id
export DESIGN_NICKNAME = register_if_id
export VERILOG_FILES = /design/flow/design.v
export SDC_FILE = /design/flow/constraint.sdc
export NUM_CORES = 4
export LEC_CHECK = 1
export CORE_UTILIZATION = 40
export SYNTH_HDL_FRONTEND = slang
```
**flow/run.sh**
```bash
#!/bin/bash
# OpenROAD 26Q1-2900-gdf79404cd8, Yosys 0.63+post, stock flow scripts
make -C /OpenROAD-flow-scripts/flow DESIGN_CONFIG=/design/flow/config.mk WORK_HOME=/design/flow/orfs finish
```
**flow/design.v**
```verilog
module register_if_id(
    input clk,
	 input enable,
	 input [31:0] DatoPCPlus4IN,
	 output [31:0] DatoPCPlus4OUT,
	 input [31:0] DatoInstrDIN,
	 output [31:0] DatoInstrDOUT
);
	 reg [31:0] DatoPCPlus4TMP;
	 reg [31:0] DatoInstrDTMP;
always @(posedge clk)
begin
	if(enable) begin
		DatoPCPlus4TMP = DatoPCPlus4IN;
	   DatoInstrDTMP = DatoInstrDIN;
	end
end
	 assign DatoPCPlus4OUT = DatoPCPlus4TMP;
	 assign DatoInstrDOUT = DatoInstrDTMP;
endmodule
```
==> impl_summary.log <==
[flow] final metrics
[metrics] Max-Cap Viols: 0
[metrics] maximum number of pins on one net before global-route repair: 39
[metrics] Critical-path top delay cell: edfxtp_1
[metrics] start point of the critical path: DatoPCPlus4OUT[25]
[metrics] count of buffers inserted at the top-level ports: 129
[metrics] post-CTS setup buffer count: 0
[metrics] Multi-In Gates: 0
[metrics] maximum frequency from static timing analysis: 0.965 GHz
[metrics] number of standard-cell rows in the floorplan: 24
[metrics] Worst-Margin Slew: 0.199 ns
[metrics] first-pass GRT wire length: 6.29 mm
[metrics] Relative slew margins: 86.7%
[metrics] primary flip-flop cell chosen by synthesis mapping: edfxtp_1
[metrics] number of nets with antenna violations after detailed routing: 0
[metrics] Final Hold Violation Tally: 0
[metrics] Async S/R FF share, synth: 0%
[metrics] total number of H-tree levels: 3
[metrics] TritonCTS clock tree: built
[metrics] combined buffer and inverter count along the critical path: 1
[metrics] mean area per synthesized cell: roughly 30 sq um
[metrics] Chip Area: ~5100 sq um
[metrics] Hold Path Origin: enable
[metrics] endpoint kind of the worst setup timing path: primary output
[metrics] time the worst path needs with I/O delays and setup: 1.04 ns
[metrics] yosys-reported design area after synthesis: 1920 sq um
[metrics] # Cells Yosys: roughly 64
[metrics] Die H: 71.3 um
[metrics] Starting DRT DRC Count: 66
[metrics] tally of unique sky130hd cells used after synthesis: 1
[metrics] count of endpoints failing setup in the final report: 21
[metrics] Hold WC Path Type: in2reg
[metrics] total area of multi-input combinational cells: 0 sq um
[metrics] detailed-routing iteration count for the pre-antenna-repair pass: 29
[metrics] clock slew at the register clock pins of the worst setup and hold paths: approximately 0.06 ns
[metrics] Overall Global Routing Usage: 18.7%
[metrics] via count: 1202
[metrics] CTS Root Cell: clkbuf_8
[metrics] CP cell instances: buf_2
[metrics] Post-Syn Area: around 1900 sq um
[metrics] number of logged tool warnings: 28
[metrics] required arrival time at the worst endpoint: 0.80 ns
[metrics] number of CTS-inserted buffers: 9
[metrics] peak per-stage delay on the critical path: 0.38 ns
[metrics] per-cell via count in the routed design: 4.57
[metrics] type of element launching the critical path: flip-flop
[metrics] area post-placement: 3310 sq um
[metrics] vias in the first global route: between 1000 and 1500
[metrics] fp util: 43.0%
[metrics] standard cell core area: roughly 4500 sq um
[metrics] Top cell area share: 100%
[metrics] Final period util: 104%
[metrics] count of mapped cells out of synthesis: 64
[metrics] power density over the cells: 1720 nW/um^2
[metrics] boundary pin count: 130
[metrics] endpoint arrival time on the critical path: 0.84 ns
[metrics] total count of max-transition violations in the final report: 0
[metrics] Remaining DRCs: 0
[metrics] Syn. warnings: 0
[metrics] remaining global-route overflow: 0
[metrics] synthesized flop and latch total: 64
[metrics] routability congestion estimate: about 0.75
[metrics] antenna fix cells: 0
[metrics] layout cell share with drive strength beyond 1: 37.4%
[metrics] width of the die: 71.3 um
[metrics] initial antenna violation count: 0
[metrics] status: finished, violations left
[metrics] post-layout instance area: 3150 sq um
[metrics] synth top area cells: edfxtp_1
[metrics] post-route worst setup slack: -0.0360 ns
[metrics] worst vdd rail ir drop: around 0.0011 V
[metrics] count of library flops with an enable pin: 64
[metrics] area growth from synthesis to layout: 63.7%
[metrics] Synth Seq Share: 100%
[metrics] critical-path maximum fanout: 1
[metrics] most used standard cell by instance count after synthesis: edfxtp_1
[metrics] standby leakage power: 1.23 nW
[metrics] most area-hungry cell type in the Yosys netlist: edfxtp_1
[metrics] Post-Route Setup TNS: -0.194 ns
[metrics] failing checks: setup timing
[metrics] overall routed net length: 4.18 mm
[metrics] clock tree buffer depth: 2
[metrics] gate family responsible for the most delay along the worst path: flip-flops
[metrics] unrepaired setup endpoints after global routing: yes
[metrics] number of clock sinks: 64
[metrics] most numerous cell types in the synthesized netlist: edfxtp_1
[metrics] wire per inst: 15.9 um
[metrics] crit path kind: reg2out
final timing paths:
path / depth (start not counted) / slack, ns / to
max: 1 / -0.04 / DatoPCPlus4OUT[25]
min: 2 / 0.35 / DatoPCPlus4OUT[17]
final cells by class:
class                   count  area [sq um]
repair buffers            131          1010
well taps                  52          65.1
fillers                   309          1330
clock inverters             6          26.3
clock buffers              10           128
flip-flops and latches     64          1920
cell families (layout without fill, tap and decap cells):
kind of cell	count (synthesis)	in the layout	share of synthesized area, %
flip-flops	64	64	100
buffers and inverters	0	147	0
state kept, by name (all words and copies together), names as in the netlist:
name	cells
DatoInstrDOUT	32
DatoPCPlus4OUT	32
where the power goes:
group | leakage [nW] | total [mW] | internal [mW] | switching [mW]
sequential | 0.626 | 3.23 | 3.19 | 0.0441
combinational | 0.525 | 0.470 | 0.355 | 0.115
clock | 0.0823 | 1.71 | 0.859 | 0.850
cell usage in the layout, fill, tap and decap left out, drive strengths merged:
cell           count
clkbuf            10
buf               67
edfxtp            64
clkinv             6
clkdlybuf4s50     64
through the flow:
stage          setup slack (ns)  hold WS, ns  utilization, %  std cells  power (mW)
2_1_floorplan             0.501        0.299               -         64        3.24
3_3_place_gp            0.00566        0.683            74.0        247        3.95
3_5_place_dp             0.0112        0.687            74.0        247        3.96
4_1_cts                 -0.0500        0.336            70.3        263        5.49
5_1_grt                 -0.0746        0.342            70.3        263        5.67
6_report                -0.0360        0.351            70.3        263        5.41
metal layers:
metal	up-vias	global-route usage [%]	part of all wire, %
met3	7	12.7	19
met2	92	26.6	47
li1	545	-	-
met1	558	26.8	33
met5	-	0	0
met4	0	3.78	1.5
timing repair:
item | 4_1_cts | 5_1_grt
gates resized | 193 | 0
hold buffers | 0 | 0
endpoints found under the setup margin | 64 | 64
gates cloned | 0 | 0
Power figures rest on the tool's default switching activity, not on a simulated workload.
